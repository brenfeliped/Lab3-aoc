<file path="./run.sh">
#!/bin/bash
# OpenROAD 26Q1-2900-gdf79404cd8, Yosys 0.63+post, stock flow scripts
make -C /OpenROAD-flow-scripts/flow DESIGN_CONFIG=/design/flow/config.mk WORK_HOME=/design/flow/orfs finish
</file>
<file path="./config.mk">
export PLATFORM = sky130hd
export DESIGN_NAME = TecladoPS2_Interface
export DESIGN_NICKNAME = TecladoPS2_Interface
export VERILOG_FILES = /design/flow/design.v
export SDC_FILE = /design/flow/constraint.sdc
export NUM_CORES = 4
export LEC_CHECK = 1
export CORE_UTILIZATION = 40
</file>
<file path="./constraint.sdc">
current_design TecladoPS2_Interface

set clk_period 6.0
set clk_io_pct 0.2

create_clock -name clk0 -period $clk_period [get_ports {iCLK}]
create_clock -name clk1 -period $clk_period [get_ports {iCLK_50}]

set non_clock_inputs [all_inputs -no_clocks]
set_input_delay [expr $clk_period * $clk_io_pct] -clock clk0 $non_clock_inputs
set_output_delay [expr $clk_period * $clk_io_pct] -clock clk0 [all_outputs]
</file>
<file path="./design.v">
parameter
	IRDABYTE     = 2'b00,
	IRDAHALFWORD = 2'b01,
	IRDAWORD     = 2'b10,
	CONTROL1 = 16'h6B86,
	CONTROL2 = 16'hEB14,
	CONTROL3 = 16'hFF00,
	CONTROL4 = 16'hEB04,
	CONTROL5 = 16'h0004,
	CONTROL6 = 16'h0005,
	CONTROL7 = 16'h0006,
	CONTROL8 = 16'h0007,
	CON1COMMAND1 = 16'hE619,
	CON1COMMAND2 = 16'hEF10,
	CON1COMMAND3 = 16'hE718,
	CON1COMMAND4 = 16'hE916,
	CON1COMMAND5 = 16'hE817,
	CON1COMMAND6 = 16'hBF40,
	CON1COMMAND7 = 16'hFF00,
	CON1COMMAND8 = 16'hED12,
	CON1COMMAND9 = 16'hEC13,
	CON1COMMAND10 = 16'hEE11,
	CON1COMMAND11 = 16'hEB14,
	CON1COMMAND12 = 16'h000B,
	CON1COMMAND13 = 16'h000C,
	CON1COMMAND14 = 16'h000D,
	CON1COMMAND15 = 16'h000E,
	CON1COMMAND16 = 16'h000F,
	CON2COMMAND1 = 16'hED12,
	CON2COMMAND2 = 16'hEF10,
	CON2COMMAND3 = 16'hEB14,
	CON2COMMAND4 = 16'hEE11,
	CON2COMMAND5 = 16'hEC13,
	CON2COMMAND6 = 16'hBE41,
	CON2COMMAND7 = 16'hFE01,
	CON2COMMAND8 = 16'hE31C,
	CON2COMMAND9 = 16'hE11E,
	CON2COMMAND10 = 16'hE41B,
	CON2COMMAND11 = 16'hE01F,
	CON2COMMAND12 = 16'h000B,
	CON2COMMAND13 = 16'h000C,
	CON2COMMAND14 = 16'h000D,
	CON2COMMAND15 = 16'h000E,
	CON2COMMAND16 = 16'h000F,
	CON3COMMAND1 = 16'hEA15,
	CON3COMMAND2 = 16'hB54A,
	CON3COMMAND3 = 16'hBB44,
	CON3COMMAND4 = 16'hE01F,
	CON3COMMAND5 = 16'hB946,
	CON3COMMAND6 = 16'hE817,
	CON3COMMAND7 = 16'hF30C,
	CON3COMMAND8 = 16'hEF10,
	CON3COMMAND9 = 16'hEE11,
	CON3COMMAND10 = 16'hED12,
	CON3COMMAND11 = 16'hEC13,
	CON3COMMAND12 = 16'h000B,
	CON3COMMAND13 = 16'h000C,
	CON3COMMAND14 = 16'h000D,
	CON3COMMAND15 = 16'h000E,
	CON3COMMAND16 = 16'h000F,
	CON4COMMAND1 = 16'hED12,
	CON4COMMAND2 = 16'hEF10,
	CON4COMMAND3 = 16'hEB14,
	CON4COMMAND4 = 16'hEE11,
	CON4COMMAND5 = 16'hEC13,
	CON4COMMAND6 = 16'hF10E,
	CON4COMMAND7 = 16'hFE01,
	CON4COMMAND8 = 16'hE31C,
	CON4COMMAND9 = 16'hE11E,
	CON4COMMAND10 = 16'hE41B,
	CON4COMMAND11 = 16'hE01F,
	CON4COMMAND12 = 16'h000B,
	CON4COMMAND13 = 16'h000C,
	CON4COMMAND14 = 16'h000D,
	CON4COMMAND15 = 16'h000E,
	CON4COMMAND16 = 16'h000F,
	CON5COMMAND1 = 16'h0000,
	CON5COMMAND2 = 16'h0001,
	CON5COMMAND3 = 16'h0002,
	CON5COMMAND4 = 16'h0003,
	CON5COMMAND5 = 16'h0004,
	CON5COMMAND6 = 16'h0005,
	CON5COMMAND7 = 16'h0006,
	CON5COMMAND8 = 16'h0007,
	CON5COMMAND9 = 16'h0008,
	CON5COMMAND10 = 16'h0009,
	CON5COMMAND11 = 16'h000A,
	CON5COMMAND12 = 16'h000B,
	CON5COMMAND13 = 16'h000C,
	CON5COMMAND14 = 16'h000D,
	CON5COMMAND15 = 16'h000E,
	CON5COMMAND16 = 16'h000F,
	CON6COMMAND1 = 16'h0000,
	CON6COMMAND2 = 16'h0001,
	CON6COMMAND3 = 16'h0002,
	CON6COMMAND4 = 16'h0003,
	CON6COMMAND5 = 16'h0004,
	CON6COMMAND6 = 16'h0005,
	CON6COMMAND7 = 16'h0006,
	CON6COMMAND8 = 16'h0007,
	CON6COMMAND9 = 16'h0008,
	CON6COMMAND10 = 16'h0009,
	CON6COMMAND11 = 16'h000A,
	CON6COMMAND12 = 16'h000B,
	CON6COMMAND13 = 16'h000C,
	CON6COMMAND14 = 16'h000D,
	CON6COMMAND15 = 16'h000E,
	CON6COMMAND16 = 16'h000F,
	CON7COMMAND1 = 16'h0000,
	CON7COMMAND2 = 16'h0001,
	CON7COMMAND3 = 16'h0002,
	CON7COMMAND4 = 16'h0003,
	CON7COMMAND5 = 16'h0004,
	CON7COMMAND6 = 16'h0005,
	CON7COMMAND7 = 16'h0006,
	CON7COMMAND8 = 16'h0007,
	CON7COMMAND9 = 16'h0008,
	CON7COMMAND10 = 16'h0009,
	CON7COMMAND11 = 16'h000A,
	CON7COMMAND12 = 16'h000B,
	CON7COMMAND13 = 16'h000C,
	CON7COMMAND14 = 16'h000D,
	CON7COMMAND15 = 16'h000E,
	CON7COMMAND16 = 16'h000F,
	CON8COMMAND1 = 16'h0000,
	CON8COMMAND2 = 16'h0001,
	CON8COMMAND3 = 16'h0002,
	CON8COMMAND4 = 16'h0003,
	CON8COMMAND5 = 16'h0004,
	CON8COMMAND6 = 16'h0005,
	CON8COMMAND7 = 16'h0006,
	CON8COMMAND8 = 16'h0007,
	CON8COMMAND9 = 16'h0008,
	CON8COMMAND10 = 16'h0009,
	CON8COMMAND11 = 16'h000A,
	CON8COMMAND12 = 16'h000B,
	CON8COMMAND13 = 16'h000C,
	CON8COMMAND14 = 16'h000D,
	CON8COMMAND15 = 16'h000E,
	CON8COMMAND16 = 16'h000F;
module TecladoPS2_Interface(
    input iCLK,
    input iCLK_50,
    input Reset,
    inout PS2_KBCLK,
    inout PS2_KBDAT,
    input         wReadEnable, wWriteEnable,
    input  [3:0]  wByteEnable,
    input  [31:0] wAddress, wWriteData,
    output [31:0] wReadData,
    output reg ps2_scan_ready_clock,
    output reg keyboard_interrupt
    );
wire [7:0]  PS2scan_code;
reg  [7:0]  PS2history[7:0]; 		 
wire        PS2scan_ready, PS2read;
oneshot pulser(
   .pulse_out(PS2read),
   .trigger_in(PS2scan_ready),
   .clk(iCLK_50)
);
keyboard kbd(
  .keyboard_clk(PS2_KBCLK),
  .keyboard_data(PS2_KBDAT),
  .clock50(iCLK_50),
  .reset(Reset),
  .read(PS2read),
  .scan_ready(PS2scan_ready),
  .scan_code(PS2scan_code)
);
always @(posedge PS2scan_ready)
		ps2_scan_ready_clock    <= ~ps2_scan_ready_clock;
always @(posedge iCLK)
		keyboard_interrupt      <= ps2_scan_ready_clock;
always @(posedge PS2scan_ready or posedge Reset)
begin
    if(Reset)
        begin
        PS2history[7] <= 8'b0;
        PS2history[6] <= 8'b0;
        PS2history[5] <= 8'b0;
        PS2history[4] <= 8'b0;
        PS2history[3] <= 8'b0;
        PS2history[2] <= 8'b0;
        PS2history[1] <= 8'b0;
        PS2history[0] <= 8'b0;
        end
    else
        begin
        PS2history[7] <= PS2history[6];
        PS2history[6] <= PS2history[5];
        PS2history[5] <= PS2history[4];
        PS2history[4] <= PS2history[3];
        PS2history[3] <= PS2history[2];
        PS2history[2] <= PS2history[1];
        PS2history[1] <= PS2history[0];
        PS2history[0] <= PS2scan_code;
		  end
end		  
always @(posedge iCLK_50 or posedge Reset)
begin
	if(Reset)
		shift <=1'b0;
	else
		if(PS2scan_ready)
		 if(PS2scan_code == 8'h12 || PS2scan_code == 8'h59)		 
			if(PS2history[1] == 8'hF0)	 
					shift <= 1'b0;
			else
					shift <= 1'b1;	  
end
always @(posedge iCLK_50 or posedge Reset)
begin	
	if(Reset)
		begin
			PS2_Pronto <= 1'b0;
			PS2_ASCII <= 8'h0;
		end
	else
	begin
		if(PS2scan_ready && ~PS2_Pronto)
			begin
						if(PS2scan_code != 8'h12 && 
							PS2scan_code != 8'h59 && 
							PS2scan_code < 8'h80 &&
							PS2history[1] != 8'hF0)  
							begin							
								PS2_Pronto <= 1'b1;
								PS2_ASCII <= ascii_code;
							end
			end
		if(PS2_Leu && PS2_Pronto)
					begin
						PS2_Pronto <= 1'b0;
					end
	end
end
reg PS2_Pronto, PS2_Leu, shift;
reg [7:0] PS2_ASCII;
wire [7:0] ascii_code;
scan2ascii s2a (
	.scan(PS2scan_code),
	.shift(shift),
	.ascii(ascii_code)
);
wire [127:0] KeyMap;   
keyscan keys1 (
	.Clock(iCLK_50),
	.Reset(Reset), 
	.PS2scan_ready(PS2scan_ready), 
	.PS2scan_code(PS2scan_code),
	.KeyMap (KeyMap)
);
always @(*)
        if(wReadEnable)
            begin
					 if (wAddress==KDMMIO_DATA_ADDRESS)	 
					 	 PS2_Leu <= 1'b1;
					 else
						 PS2_Leu <= 1'b0;
					 if(wAddress==KDMMIO_CTRL_ADDRESS)		 wReadData <= {31'b0,PS2_Pronto}; else
					 if(wAddress==KDMMIO_DATA_ADDRESS)		 wReadData <= {24'b0,PS2_ASCII}; else
                if(wAddress==BUFFER0_TECLADO_ADDRESS)  wReadData <= {PS2history[3],PS2history[2],PS2history[1],PS2history[0]}; else
                if(wAddress==BUFFER1_TECLADO_ADDRESS)  wReadData <= {PS2history[7],PS2history[6],PS2history[5],PS2history[4]}; else
					 if(wAddress==KEYMAP0_ADDRESS)  wReadData <= KeyMap[31:0]; else
					 if(wAddress==KEYMAP1_ADDRESS)  wReadData <= KeyMap[63:32]; else
					 if(wAddress==KEYMAP2_ADDRESS)  wReadData <= KeyMap[95:64]; else
					 if(wAddress==KEYMAP3_ADDRESS)  wReadData <= KeyMap[127:96]; else
						wReadData	<= 32'hzzzzzzzz;
            end
         else
				begin
					wReadData	<= 32'hzzzzzzzz;
					PS2_Leu 		<= 1'b0;
				end
endmodule
module keyboard(
	input keyboard_clk,
	input keyboard_data,
	input clock50,  
	input reset,
	input read,
	output reg scan_ready,
	output reg [7:0] scan_code
	);
reg ready_set;
reg read_char;
reg clock;  
reg [3:0] incnt;
reg [8:0] shiftin;
reg [7:0] filter;
reg keyboard_clk_filtered;
always @ (posedge ready_set or posedge read)
if (read == 1) scan_ready <= 0;
else scan_ready <= 1;
always @(posedge clock50)
	clock <= ~clock;
always @(posedge clock)
begin
   filter <= {keyboard_clk, filter[7:1]};
   if (filter==8'b1111_1111) keyboard_clk_filtered <= 1;
   else if (filter==8'b0000_0000) keyboard_clk_filtered <= 0;
end
always @(posedge keyboard_clk_filtered or posedge reset)
begin
   if (reset==1)
   begin
      incnt <= 4'b0000;
      read_char <= 0;
		scan_code <= 8'b0;
		ready_set <= 0;
   end
   else if (keyboard_data==0 && read_char==0)
   begin
		read_char <= 1;
		ready_set <= 0;
   end
   else
   begin
	   if (read_char == 1)
   		begin
      		if (incnt < 9) 
					begin
						incnt <= incnt + 1'b1;
						shiftin <= { keyboard_data, shiftin[8:1]};
						ready_set <= 0;
					end
				else
					begin
						incnt <= 0;
						scan_code <= shiftin[7:0];
						read_char <= 0;
						ready_set <= 1;
					end
			end
	end
end
endmodule
module keyscan(
	input Clock,
	input Reset,
	input PS2scan_ready,
	input [7:0] PS2scan_code,
	output reg [127:0] KeyMap
	);
	reg [7:0] PS2scan_codeant;
	always @(posedge Clock  or posedge Reset)
		if(Reset)
			begin
				KeyMap <= 128'b0;
				PS2scan_codeant <= 8'b0;
			end	
		else
		if(PS2scan_ready)
		begin
			if (PS2scan_codeant == 8'hF0)
				begin
					if(PS2scan_code <= 8'h80)
						KeyMap[PS2scan_code[6:0]] <= 1'b0;
				end
			else
				begin
					if(PS2scan_code <= 8'h80)
						KeyMap[PS2scan_code[6:0]] <= 1'b1;   
				end
			PS2scan_codeant <= PS2scan_code;
	  end
endmodule
module scan2ascii (
	input wire [7:0] scan,
	input wire shift,
	output wire [7:0] ascii
);
wire [1024:0] sem_shift;
wire [1024:0] com_shift;
wire  [10:0] indice = scan < 8'h80 ? 11'd1023 - (scan << 3) : 11'b0;
assign ascii = shift ? com_shift[ indice -: 8 ] : sem_shift[ indice -: 8 ];
assign sem_shift = {
	8'h00, 8'h00, 8'h00, 8'h00, 8'h00, 8'h00, 8'h00, 8'h00, 8'h00, 8'h00, 8'h00, 8'h00, 8'h00, 8'h00, 8'h00, 8'h00, 
	8'h00, 8'h00, 8'h00, 8'h00, 8'h00, 8'h71, 8'h31, 8'h00, 8'h00, 8'h00, 8'h7a, 8'h73, 8'h61, 8'h77, 8'h32, 8'h00,  
	8'h00, 8'h63, 8'h78, 8'h64, 8'h65, 8'h34, 8'h33, 8'h00, 8'h00, 8'h20, 8'h76, 8'h66, 8'h74, 8'h72, 8'h35, 8'h00, 
	8'h00, 8'h6e, 8'h62, 8'h68, 8'h67, 8'h79, 8'h36, 8'h00, 8'h00, 8'h00, 8'h6d, 8'h6a, 8'h75, 8'h37, 8'h38, 8'h00, 
	8'h00, 8'h2c, 8'h6b, 8'h69, 8'h6f, 8'h30, 8'h39, 8'h00, 8'h00, 8'h2e, 8'h2f, 8'h6c, 8'h3b, 8'h70, 8'h2d, 8'h00,  
	8'h00, 8'h00, 8'h27, 8'h00, 8'h00, 8'h3d, 8'h00, 8'h00, 8'h00, 8'h00, 8'h0A, 8'h5b, 8'h00, 8'h5d, 8'h00, 8'h00, 
	8'h00, 8'h00, 8'h00, 8'h00, 8'h00, 8'h00, 8'h00, 8'h00, 8'h00, 8'h31, 8'h00, 8'h34, 8'h37, 8'h00, 8'h00, 8'h00,  
	8'h30, 8'h2e, 8'h32, 8'h35, 8'h36, 8'h38, 8'h00, 8'h00, 8'h00, 8'h2b, 8'h33, 8'h2d, 8'h2a, 8'h39, 8'h00, 8'h00
	};
assign com_shift = {
   8'h00, 8'h00, 8'h00, 8'h00, 8'h00, 8'h00, 8'h00, 8'h00, 8'h00, 8'h00, 8'h00, 8'h00, 8'h00, 8'h00, 8'h00, 8'h00, 
	8'h00, 8'h00, 8'h00, 8'h00, 8'h00, 8'h51, 8'h21, 8'h00, 8'h00, 8'h00, 8'h5a, 8'h53, 8'h41, 8'h57, 8'h40, 8'h00, 
	8'h00, 8'h43, 8'h58, 8'h44, 8'h45, 8'h24, 8'h23, 8'h00, 8'h00, 8'h00, 8'h56, 8'h46, 8'h54, 8'h52, 8'h25, 8'h00, 
	8'h00, 8'h4e, 8'h42, 8'h48, 8'h47, 8'h59, 8'h5e, 8'h00, 8'h00, 8'h00, 8'h4d, 8'h4a, 8'h55, 8'h26, 8'h2a, 8'h00, 
	8'h00, 8'h3c, 8'h4b, 8'h49, 8'h4f, 8'h29, 8'h28, 8'h00, 8'h00, 8'h3e, 8'h3f, 8'h4c, 8'h3a, 8'h50, 8'h5f, 8'h00, 
	8'h00, 8'h00, 8'h22, 8'h00, 8'h00, 8'h2b, 8'h00, 8'h00, 8'h00, 8'h00, 8'h00, 8'h7b, 8'h00, 8'h7d, 8'h00, 8'h00, 
	8'h00, 8'h00, 8'h00, 8'h00, 8'h00, 8'h00, 8'h00, 8'h00, 8'h00, 8'h00, 8'h00, 8'h00, 8'h00, 8'h00, 8'h00, 8'h00, 
	8'h00, 8'h00, 8'h00, 8'h00, 8'h00, 8'h00, 8'h00, 8'h00, 8'h00, 8'h00, 8'h00, 8'h00, 8'h00, 8'h00, 8'h00, 8'h00	
	};
endmodule
module oneshot(
	output reg pulse_out, 
	input trigger_in, 
	input clk
	);
reg delay;
always @ (posedge clk)
begin
    if (trigger_in && !delay) 
			pulse_out <= 1'b1;
    else 
			pulse_out <= 1'b0;
    delay <= trigger_in;
end
endmodule
</file>
==> summary.txt <==
Summary of implementation figures.

Logic synthesis
The cell count after synthesis is 357. In the post-synthesis netlist, the biggest area contributors are sky130_fd_sc_hd__dfrtp_1 43%, sky130_fd_sc_hd__mux2_2 12%, sky130_fd_sc_hd__dfxtp_1 6.6%. The synthesis report lists the Yosys warning total as 33. The number of synthesized register bits is 95. Each instance of the synthesized netlist takes up on average 11.9 sq um.

The top cell type by area accounts for 42.5% of the synthesized area. The Yosys chip area is 4240 sq um. For this run, asynchronously set or reset flops after synthesis account for 75.8%. The area of the mapped netlist is 4240 sq um. The number of distinct library cell variants in the gate-level netlist after synthesis is 53. The synthesized design contains 9 enable-type register cells. The count of instantiated cells in the yosys netlist is 357. The most area-hungry cell type in the Yosys netlist is sky130_fd_sc_hd__dfrtp_1. Per Yosys stat, the portion of area used by sequential elements is 55.5%.

The most used flip-flop cell is sky130_fd_sc_hd__dfrtp_1.

Clock tree
The cell resize tally after clock tree synthesis is 0. The tree is rooted in a sky130_fd_sc_hd__clkbuf_8. The quantity of hold-fixing buffers added after cts is 0. The number of buffers between clock root and the deepest sink is 2. The buffers inserted during post-CTS setup optimization is 0. Counting the buffers created by CTS gives 5. The H-tree level count is 2.

Run status
The step where the flow halted is 5_1_grt. The flow did not finish. The first error in the log reads "[ERROR RSZ-0074] Failed to build tree from global routes for pin 'PS2_KBDAT' and net 'PS2_KBDAT' at grid (17250, 3450): found route to 3 pins, expected 2".

Die
The effective utilization at floorplan is 41.2%. The vertical die dimension is 105 um. The die width is 105 um.

The I/O pin total is 109. The placement row count is 37.

Place
The number of buffers added on ports is 67. The total placed cells including tap cells is 548. Summed over all nets, the half-perimeter wirelength after detailed placement is 5.72 mm.

After its last routability iteration, the placer logged a weighted congestion of 0.860. Per the post-place timing report, worst setup slack is 1.50 ns.

Global route
Entering global routing, the biggest net connects 41 pins.

Timing
The timer found 50 register pins that no clock reaches; their paths are not timed. The count of endpoints without a timing constraint is 63.
cell families after synthesis:
| kind of cell | share of synthesized area [%] |
|---|---|
| flip-flops | 55.5 |
| AND-OR/OR-AND | 6.15 |
| adder cells (fa/ha/maj) | 2.36 |
| other | 0.0885 |
| AND/OR/NAND/NOR | 18.8 |
| buffers and inverters | 2.75 |
| multiplexers | 14.3 |
cell usage after synthesis (all sizes together), types with 4 or more instances:
cell    instances
nand2b          4
inv            11
edfxtp          9
nand2          18
nor2b          34
nor3           11
a21o            4
nor2           21
nand4           6
buf             7
nor4            8
ha              8
nand3          10
dfrtp          72
clkbuf          9
mux2           49
a21oi           9
mux2i           4
dfxtp          14
or3             4
o21ai           9
metrics by stage:
stage / total power (uW) / util, % / area, sq um
4_1_cts: 568 / 50.0 / 5140
3_3_place_gp: 343 / 49.0 / 5030
2_1_floorplan: 318 / - / 4240
3_5_place_dp: 344 / 49.0 / 5030
Power figures rest on the tool's default switching activity, not on a simulated workload.
